[run.sh]
#!/bin/bash
# OpenROAD 26Q1-2900-gdf79404cd8, Yosys 0.63+post, stock flow scripts
make -C /OpenROAD-flow-scripts/flow DESIGN_CONFIG=/design/flow/config.mk WORK_HOME=/design/flow/orfs finish
[config.mk]
export PLATFORM = sky130hd
export DESIGN_NAME = uart_top
export DESIGN_NICKNAME = uart_top
export VERILOG_FILES = /design/flow/design.v
export SDC_FILE = /design/flow/constraint.sdc
export NUM_CORES = 4
export LEC_CHECK = 1
export CORE_UTILIZATION = 40
[constraint.sdc]
current_design uart_top

set clk_period 7.0
set clk_io_pct 0.2

create_clock -name clk0 -period $clk_period [get_ports {clk}]

set non_clock_inputs [all_inputs -no_clocks]
set_input_delay [expr $clk_period * $clk_io_pct] -clock clk0 $non_clock_inputs
set_output_delay [expr $clk_period * $clk_io_pct] -clock clk0 [all_outputs]
[design.v]
`timescale 1ns / 1ps
module baud_gen #
(
    parameter CLK_FREQ = 50_000_000,
    parameter BAUD_RATE = 9600
)
(
    input  wire clk,
    input  wire rst,
    output reg  baud_tick
);
    localparam integer BAUD_COUNT = CLK_FREQ / BAUD_RATE;
    integer count;
    always @(posedge clk or posedge rst) begin
        if (rst) begin
            count     <= 0;
            baud_tick <= 0;
        end else begin
            if (count == BAUD_COUNT - 1) begin
                count     <= 0;
                baud_tick <= 1;
            end else begin
                count     <= count + 1;
                baud_tick <= 0;
            end
        end
    end
endmodule
`timescale 1ns / 1ps
module uart_rx (
    input  wire clk,
    input  wire rst,
    input  wire baud_tick,
    input  wire rx,
    output reg  [7:0] rx_data,
    output reg  rx_done
);
    reg [3:0] bit_count;
    reg [7:0] shift_reg;
    reg busy;
    reg half_tick;
    always @(posedge clk or posedge rst) begin
        if (rst) begin
            rx_done   <= 0;
            bit_count <= 0;
            busy      <= 0;
            half_tick <= 0;
        end else begin
            rx_done <= 0;
            if (!busy && rx == 0) begin
                busy      <= 1;
                bit_count <= 0;
                half_tick <= 1;    
            end
            else if (busy && half_tick && baud_tick) begin
                half_tick <= 0;    
            end
            else if (busy && !half_tick && baud_tick) begin
                bit_count <= bit_count + 1;
                if (bit_count < 8)
                    shift_reg <= {rx, shift_reg[7:1]};
                if (bit_count == 8) begin
                    rx_data <= shift_reg;
                    rx_done <= 1;
                    busy    <= 0;
                end
            end
        end
    end
endmodule
`timescale 1ns / 1ps
module uart_top (
    input  wire clk,
    input  wire rst,
    input  wire tx_start,
    input  wire [7:0] tx_data,
    output wire [7:0] rx_data,
    output wire tx_done,
    output wire rx_done
);
    wire baud_tick;
    wire tx_line;
    baud_gen bg (
        .clk(clk),
        .rst(rst),
        .baud_tick(baud_tick)
    );
    uart_tx tx (
        .clk(clk),
        .rst(rst),
        .baud_tick(baud_tick),
        .tx_start(tx_start),
        .tx_data(tx_data),
        .tx(tx_line),
        .tx_done(tx_done)
    );
    uart_rx rx (
        .clk(clk),
        .rst(rst),
        .baud_tick(baud_tick),
        .rx(tx_line),       
        .rx_data(rx_data),
        .rx_done(rx_done)
    );
endmodule
`timescale 1ns / 1ps
module uart_tx (
    input  wire clk,
    input  wire rst,
    input  wire baud_tick,
    input  wire tx_start,
    input  wire [7:0] tx_data,
    output reg  tx,
    output reg  tx_done
);
    reg [3:0] bit_count;
    reg [9:0] shift_reg;
    reg busy;
    always @(posedge clk or posedge rst) begin
        if (rst) begin
            tx        <= 1'b1;
            tx_done   <= 0;
            busy      <= 0;
            bit_count <= 0;
        end else begin
            tx_done <= 0;
            if (tx_start && !busy) begin
                shift_reg <= {1'b1, tx_data, 1'b0};
                busy      <= 1;
                bit_count <= 0;
            end
            if (busy && baud_tick) begin
                tx        <= shift_reg[0];
                shift_reg <= shift_reg >> 1;
                bit_count <= bit_count + 1;
                if (bit_count == 9) begin
                    busy    <= 0;
                    tx_done <= 1;
                    tx      <= 1'b1;
                end
            end
        end
    end
endmodule
==> changes_impl.md <==
### Metrics

* Status: completed
* Crit path launch: tx_start
* Worst-path fanout max at 10
* Slowest cell on crit path: a21oi_1
* Clock Skew at about 0.0079 ns
* Yosys cell count at between 200 and 300
* Most numerous cell in the Yosys netlist: dfrtp_1
* Worst Path Required at 6.97 ns
* Adder-cell share of the synthesized area at 1.97%
* Class of the worst hold path: flip-flop to flip-flop
* Fillers at roughly 700
* Post-synth area from yosys stat at 3180 um2
* Max Cap Viol at 0
* CTS HTree Levels at 3
* Max VDD drop at roughly 81 uV
* Most common flop cell mapped by yosys: dfrtp_1
* Max FFs per register at 32
* Ys Warns at 3
* Data arrival, critical path at between 2 and 3 ns
* Die area at between 8000 and 9000 um2
* Post-synth area hogs: dfrtp_1 (36%), edfxtp_1 (25%), xnor2_1 (6.9%)
* Final Util at 48.4%
* R2r setup slk at ~4.9 ns
* Startpoint Class: primary input
* CP max stage delay at approximately 0.74 ns
* Clock power share at 42.0%
* Worst R2R Path Depth at 2
* Cell Rows at 32
* Number of port buffers at 20
* Final ANT Viol Nets at 0
* Crit path buf inv count at 1
* Setup_tns at 0 ns
* Worst path depth at 3
* Final non-filler cell total at between 300 and 400
* Sequential Power Share at between 50% and 60%
* Post-synthesis instance total at about 250
* Hold Path Origin: rx.shift_reg[0]
* DR vias/cell at 5.02
* Rel. slew slack at 39.4%
* Tmin final at ~2.8 ns
* DRC viols at 0
* Clk slew on worst S/H paths at approximately 0.08 ns
* GRT busiest layer: met1
* Ys async rst share at between 60% and 70%
* Leakage at around 1.5 nW
* CTS root buf: clkbuf_8
* DRT Wirelength at a little under 5 mm
* Yosys simple share at approximately 20%
* Crit-path cells: clkdlybuf4s50_1 > nand2b_1 > a21oi_1
* Die height at 91.1 um
* Vias in the first global route at just under 2000
* Io pins at 21
* CTS tree: built
* Total grt overflow at 0
* Post-synth top cells: dfrtp_1 (46), edfxtp_1 (26), xnor2_1 (25), nand2_1 (19)
* Switching share of power at between 20% and 30%
* P&R area growth vs syn at 17.2%
* Power Internal at between 600 and 700 uW
* Post-Layout Inst Area at around 3700 um2
* Comb area leader: simple AND/OR/NAND/NOR gates
* MUX area fraction at ~3.2%
* Aoi share at between 2 and 3%
* GRT met1 Usage at 24.0%
* RSZ-0062 raised after global routing: no
* Yosys top cell by area: dfrtp_1
* Routability Congestion at a little under 0.8
* Largest delay contributor family on the critical path: AND-OR/OR-AND gates
* EDFF count, synth at 26
* Die width at 91.1 um
* Initial drt markers at 92
* DR vias at between 1500 and 2000
* Total power per unit cell area at between 200 and 250 nW/um2
* Global router's overall resource usage at 14.2%
* Post-synth regs at ~73
* Hold buffer count at CTS at 0
* Clock Sinks at between 70 and 80
* Setup Crit Path Kind: primary input to flip-flop
* # setup viols final at 0
* Switching pwr at around 170 uW
* Worst setup path endpoint: tx.shift_reg[8]
* Global-route wire length before repair at just over 9 mm
* Gate power share at 2.6%
* Syn avg cell area at between 10 and 15 um2
* RR Endpoint: tx.shift_reg[8]
* Slew Limit Fails at 0
* Floorplan Utilization at about two fifths
* Register share after synthesis at slightly above 60%
* GR Util met2 at between 20% and 30%
* Tool Warnings at 27
* R2r startpoint: tx.busy
* Core Area at between 7000 and 8000 um2
* Post-DP Area at between 3000 and 4000 um2
* Share of cells above drive strength 1 at 14.4%
* N_diodes at 0
* Final Cycle Share at between 40% and 50%
* Cell Type Count at around 43
* Worst slew pin tran at approximately 0.91 ns
* Mapped Area at approximately 3200 um2
* Nature of the critical path endpoint: flip-flop
* WL per Instance at ~13 um
* Top cell type's share of synthesized area at 36.2%
* Pre-antenna DRT Iters at 4
* Placed Cells at about 370
* Pin count of the biggest net entering global routing at 38
* Setup repair bufs after CTS at 0
* Initial antenna violation count at 0
* M3 GR Usage at 3.06%
* Hold Vio Cnt, Final at 0
* Dpl hpwl at roughly 3.3 mm
* Clock tree buffer depth at 2
* Clock latency (worst-skew pair) at between 0.3 and 0.4 ns
* Inserted Clock Buffers at 9
* Fmax at about 350 MHz
* Post-synthesis xor/xnor area fraction at a little under a tenth
* Post-cts sizing count at 0
-- cell type report --
| class | count | area [um2] | area share (%) |
|---|---|---|---|
| clock buffer | 10 | 138 | 3.70 |
| clock inverter | 6 | 75.1 | 2.02 |
| inverter | 8 | 30.0 | 0.807 |
| multi-input combinational | 165 | 1170 | 31.4 |
| sequential | 73 | 1960 | 52.6 |
| tap | 102 | 128 | 3.43 |
| timing repair buffer | 23 | 223 | 5.99 |
-- layer usage --
layer	wire length [um]	vias up
met5	0	-
met2	2200	40
met4	91	0
met1	2400	927
met3	182	9
li1	-	965
-- cell families after synthesis --
group / count (synthesis)
and+or+nand+nor: 104
DFF: 73
xor gates and xnor gates: 33
AOI/OAI and AO/OA: 14
buffers and inverters: 12
muxes: 9
adders and majority gates: 5
-- power groups by stage --
stage         clock network, mW  logic [mW]  registers, mW
finish                    0.339      0.0206          0.446
CTS                       0.352      0.0214          0.446
global route              0.371      0.0245          0.447
-- through the flow --
step	power [mW]	worst slack, ns	hold slack (ns)
4_1_cts	0.819	4.18	0.445
5_1_grt	0.842	4.05	0.457
3_3_place_gp	0.476	3.82	0.402
3_5_place_dp	0.477	3.80	0.425
6_report	0.805	4.17	0.435
2_1_floorplan	0.466	4.49	0.400
-- worst reg2reg max path, delay by kind of cell, from the launching register on --
family	cells	cell delay, ns
AND-OR/OR-AND	1	0.82
flip-flops	1	0.54
AND/OR/NAND/NOR	1	0.36
-- how the worst min path moves through the flow --
stage              endpoint  slack, ns  cells past startpoint
CTS           rx.rx_data[0]       0.44                      0
global route  rx.rx_data[1]       0.46                      0
finish        rx.rx_data[0]       0.44                      0
-- cells in the final DEF, fill, tap and decap left out, drive strengths merged, types with 8 or more instances in the layout --
cell type	Yosys	final
nand3	15	15
nand2	20	20
xor2	8	8
clkbuf	2	10
nor2	17	17
nand4	17	17
edfxtp	26	26
xnor2	25	25
dfrtp	46	46
inv	8	10
clkdlybuf4s50	0	20
mux2	8	8
No activity file was given, so power comes from the tool's default toggle rates.
